File: design/flow/design.v
`timescale 1ns / 1ps
module EX_MEM (
    input               clk,
    input       [31:0]  EX_ALU_out,
                        EX_register_read_data2,
    input       [4:0]   EX_register_addr,
    input               EX_MemRead,
                        EX_MemtoReg,
                        EX_MemWrite,
                        EX_RegWrite,
    output reg  [31:0]  MEM_ALU_out,
                        MEM_register_read_data2,
    output reg  [4:0]   MEM_register_addr,
    output reg          MEM_MemRead,
                        MEM_MemtoReg,
                        MEM_MemWrite,
                        MEM_RegWrite
);
    initial begin
        MEM_ALU_out    = 32'b0;
        MEM_register_read_data2 = 32'b0;
        MEM_register_addr     = 5'b0;
        MEM_MemRead      = 1'b0;
        MEM_MemtoReg     = 1'b0;
        MEM_MemWrite     = 1'b0;
        MEM_RegWrite     = 1'b0;
    end
    always @ (posedge clk) begin
        MEM_ALU_out    <= EX_ALU_out;
        MEM_register_read_data2 <= EX_register_read_data2;
        MEM_register_addr     <= EX_register_addr;
        MEM_MemRead      <= EX_MemRead;
        MEM_MemtoReg     <= EX_MemtoReg;
        MEM_MemWrite     <= EX_MemWrite;
        MEM_RegWrite     <= EX_RegWrite;
    end
endmodule  
File: design/flow/run.sh
#!/bin/bash
# OpenROAD 26Q1-2900-gdf79404cd8, Yosys 0.63+post, stock flow scripts
make -C /OpenROAD-flow-scripts/flow DESIGN_CONFIG=/design/flow/config.mk WORK_HOME=/design/flow/orfs finish
File: design/flow/config.mk
export PLATFORM = sky130hd
export DESIGN_NAME = EX_MEM
export DESIGN_NICKNAME = EX_MEM
export VERILOG_FILES = /design/flow/design.v
export SDC_FILE = /design/flow/constraint.sdc
export NUM_CORES = 4
export LEC_CHECK = 1
export CORE_UTILIZATION = 30
File: design/flow/constraint.sdc
current_design EX_MEM

set clk_period 1.0
set clk_io_pct 0.2

create_clock -name clk0 -period $clk_period [get_ports {clk}]

set non_clock_inputs [all_inputs -no_clocks]
set_input_delay [expr $clk_period * $clk_io_pct] -clock clk0 $non_clock_inputs
set_output_delay [expr $clk_period * $clk_io_pct] -clock clk0 [all_outputs]
==> out/metrics.cfg <==
[run_status]
outcome = completed

[power_and_ir_drop]
p_total_mw = 5.28
power_frac_clock = 0.339
p_sw_uw = 951
swShare = 0.180
combPwrFrac = 0.074
intPower_mw = 4.33
peakVddDrop_mv = 1.04
leakagePower_nw = 1.27
p_seq_frac = 0.587
p_per_area_nw_per_um2 = 1890

[critical_path]
critPathMaxStageDelay_ps = 310
worstPathRequired_ps = 800
worst_setup_path_start_kind = flip-flop
cp_num_buf_inv = 1
worstPathCellList = buf_2
critical_path.max_fanout = 1
crit_type = reg -> out
slowest_stage = dfxtp_2
crit_path_end_kind = output pin
cp.arrival_ps = 740
critPathTopFamily = flip-flops

[routing]
route.detailed.drc = 0
m1WireLength_um = 1410
wire_per_inst_um = 12.4
routed_wl_um = 3550
wl_met3_um = 497
top_layer = met4
ant_nets = 0
num_vias = 1107
wl_met2_um = 1550
firstDrtPassIters = 4
diodes = 0
routed_via_density = 3.87
drtIter0Drc = 21

[placement]
gp_congestion = 0.739
place.port_buffers = 146

[yosys]
synth_adder_area_share = 0
synth-xor-area-share = 0
syn_inst = 73
yosysSeqAreaShare = 1.00
synth_flops = 73
compound_area_frac = 0
muxShareOfSynthArea = 0
synth_warnings = 1
yosysUniqueCellTypes = 1
yosys_area_um2 = 1460
yosys_cells = 73
ys_sh_simple = 0
synth_area_um2 = 1460
synth.avg_cell_area_um2 = 20.0

[min_path]
min-delay-start = EX_ALU_out[21]
hold_path_class = in -> reg
min_path_cells = 1
min_to = MEM_ALU_out[21]

[clock_tree]
cts_made_buffers = 9
cts.sinks = 73
cts_tree = yes
cts_setup_buffers = 0
cts.clk_slew.worst_paths_ps = 60
h-tree-depth = 3
ctsRootBufferMaster = clkbuf_8
cts_buffer_depth = 2

[sta]
final.setup.tns_ps = 0
rsz0062_at_grt = false
max_freq_mhz = 1070
hold_viol = 0
min_period_ps = 938
worstMarginPinSlew_ps = 99.5
setup-violations-final = 0
slew_headroom = 0.934
fin_crit_sh = 0.938
finalMaxSlewViolations = 0

[floorplanning]
die_h_um = 71.8
ioPinCount = 147
die-area_um2 = 5150
fp-utilization = 0.311
die_x_um = 71.8
coreArea_um2 = 4690
rows = 25

[run]
maxCapViolCount = 0
tool_warnings = 26

[global_route]
grt_pass1_wl_um = 5230
grt_max_degree = 11
gr-total-overflow = 0
antenna_found_initial = 0
grtUsageTotal = 0.139
grt_pass1_vias = 1089

[cells_and_area]
final_util = 0.594
syn_to_final_growth_pct = 90.8
comb_area_um2 = 0
nMultiInputCombCells = 0
drive_gt1_frac = 0.409

[cells in the final DEF, fill, tap and decap left out]
cell	synthesis	layout
clkbuf_2	0	7
clkdlybuf4s50_1	0	73
clkbuf_1	0	2
clkbuf_8	0	10
dfxtp_1	73	62
dfxtp_2	0	11
buf_2	0	66
clkinv_2	0	1
[how the worst max path moves through the flow]
stage | start | end | slack (ps) | cells past startpoint
CTS | MEM_ALU_out[19] | MEM_ALU_out[19] | 0.1 | 1
global route | MEM_register_read_data2[5] | MEM_register_read_data2[5] | 10 | 1
finish | MEM_ALU_out[0] | MEM_ALU_out[0] | 60 | 1
[power groups by stage]
stage	combinational (mW)	sequential (mW)	clock, mW
6_report	0.391	3.10	1.79
4_1_cts	0.406	3.10	1.85
5_1_grt	0.424	3.12	2.02
[cell families after synthesis]
family      count (synthesis)
flip-flops                 73
[final cells by class]
class	instances	area, um^2
Clock inverter	1	5.00
Timing Repair Buffer	146	1100
Tap cell	54	67.6
Fill cell	390	1900
Clock buffer	12	145
Sequential cell	73	1480
[through the flow]
step | cells | instance area, um^2 | hold WS (ps) | setup slack, ps
floorplan | 73 | 1460 | 228 | 538
global placement | 273 | 2990 | 649 | 26.9
detailed placement | 273 | 2990 | 652 | 30.5
CTS | 286 | 2820 | 298 | 0.0982
global route | 286 | 2790 | 289 | 15.0
finish | 286 | 2790 | 313 | 62.0
[registers in the layout (all words and copies together), names as in the netlist]
signal and count:
MEM_ALU_out 32, MEM_MemRead 1, MEM_MemtoReg 1, MEM_register_addr 5
MEM_RegWrite 1, MEM_MemWrite 1, MEM_register_read_data2 32
[repair_timing]
action                                 CTS  global route
hold buffers                             0             0
setup endpoints to repair               73             7
gates resized                          222            10
endpoints found under the hold margin    0             0
[metal layers]
metal  vias to the layer above  GRT usage
met5                         -          0
met4                         0     0.0327
met3                        10     0.0528
met2                        87      0.205
met1                       475      0.202
li1                        535          -
[synth_stat cells]
cell type	count	area, um^2
dfxtp_1	73	1460
