## flow/run.sh

```bash
#!/bin/bash
# OpenROAD 26Q1-2900-gdf79404cd8, Yosys 0.63+post, stock flow scripts
make -C /OpenROAD-flow-scripts/flow DESIGN_CONFIG=/design/flow/config.mk WORK_HOME=/design/flow/orfs finish
```

## flow/config.mk

```make
export PLATFORM = sky130hd
export DESIGN_NAME = register_pipeline
export DESIGN_NICKNAME = register_pipeline
export VERILOG_FILES = /design/flow/design.v
export SDC_FILE = /design/flow/constraint.sdc
export NUM_CORES = 4
export LEC_CHECK = 1
export CORE_UTILIZATION = 30
```

## flow/constraint.sdc

```tcl
current_design register_pipeline

set clk_period 10.0
set clk_io_pct 0.2

create_clock -name clk0 -period $clk_period [get_ports {clock}]

set non_clock_inputs [all_inputs -no_clocks]
set_input_delay [expr $clk_period * $clk_io_pct] -clock clk0 $non_clock_inputs
set_output_delay [expr $clk_period * $clk_io_pct] -clock clk0 [all_outputs]
```

## flow/design.v

```verilog
`timescale 1ns / 1ps
module register_pipeline(
	input clock,
	input [4:0] Readreg1,
	input [4:0] Readreg2,
	input [4:0] ReadregExtra, 
	input [4:0] Writereg,
	input [31:0] Writedata,
	input RegWrite,
	output reg [31:0] Readdata1,
					 Readdata2,
						ReaddataExtra
	);
		reg [31:0] Registers[31:0];
		integer i;
		initial begin
			for (i = 0; i <= 31; i = i+1)
			begin
				Registers[i] = 32'b0;
			end
		end
		always @ ( * )
		begin
			Readdata1 = Registers[Readreg1];
			Readdata2 = Registers[Readreg2];
			ReaddataExtra = Registers[ReadregExtra];
		end
		always @(negedge clock)
		begin
			if (RegWrite == 1)
			begin
				Registers[Writereg] = Writedata;
			end
		end
endmodule
```

==> run_results.csv <==
group,metric,value,unit
outcome,outcome,"complete, no violations",
die,die_h,440,µm
pwr,powerDensity,176,nW/µm²
cells_and_area,logic_area,24900,µm²
cells_and_area,drive_gt1_share,7.68,%
sta,fin_hold_ws,5.40,ns
place,dpl.hpwl,121000,µm
die,fp-utilization,30.3,%
routing,top_layer_used,"met5",
clock_tree,cts_buffer_depth,3,
routing,wl_met3,28600,µm
logic_synthesis,yosysWarnings,1,
clock_tree,cts_buffers,115,
grt,grt_usage,22.6,%
setup_path,max_stage_delay,0.53,ns
clock_tree,cts_hold_buf,0,
logic_synthesis,xor_share,0,%
cells_and_area,nFillCells,17900,
clock_tree,htree_levels,3,
place,placed_cell_area,62200,µm²
clock_tree,cts_setup_buffers,0,
setup_path,worstSetupEndpointType,"output pin",
cells_and_area,largest_reg_flops,1024,
logic_synthesis,synth_flops,1024,
logic_synthesis,synth.area.mux_share,26.7,%
clock_tree,ctsResizeCount,0,
routing,drc,0,
die,num_rows,160,
setup_path,cp_cell_sequence,"mux2i_1 > a22o_1 > nor3_1 > a31oi_1 > nand3_1 > clkdlybuf4s50_1",
sta,setup_ws,0.126,ns
logic_synthesis,top_logic_kind,"multiplexers",
logic_synthesis,ys_cells,4545,
setup_path,cp_max_fo,3,
min_path,hp-start,"Readreg2[1]",
sta,slew_violations,0,
logic_synthesis,syn_avg_cell_area,12.7,µm²
grt,overflow,0,
cells_and_area,final_cell_mix,"mux2i_1 (1536), inv_1 (1040), edfxtp_1 (1024), nand3_1 (290), nand2_1 (289)",
routing,first_iter_violations,3222,
routing,drt_wl_total,214000,µm
die,die_area,194000,µm²
logic_synthesis,simple_gate_share,5.80,%
clock_tree,cts_tree,"built",
pwr,power_leakage,30.5,nW
cells_and_area,lay_top_count,"mux2i_1",
pwr,ir_worst_vdd,0.137,mV
logic_synthesis,ys_types,24,
cells_and_area,fin_area,70200,µm²
sta,rsz0062_at_grt,"false",
routing,ant_nets,0,
die,die_w,440,µm
routing,drt-met1-wl,75700,µm
clock_tree,cts_root_buf,"clkbuf_16",
cells_and_area,area_growth,21.6,%
setup_path,start_kind,"flop",
logic_synthesis,postSynthSeqShare,53.3,%
flow_run,drv_cap,0,
logic_synthesis,fa_ha_area_share,0,%
cells_and_area,fin_cells,8250,
flow_run,warning_count,1027,
logic_synthesis,syn_inst,4545,
routing,firstDrtPassIters,6,
routing,vias,45100,
grt,grt_antenna_before_repair,9,
place,placed_cells,7006,
setup_path,crit_type,"flop to output pin",
min_path,min_path_type,"input port to output pin",
setup_path,endpoint,"Readdata2[12]",
routing,viasPerCell,5.46,
routing,met2WireLength,98200,µm
setup_path,cp.depth,6,
grt,grt_first_pass_wirelength,303000,µm
grt,grt_max_degree,86,
setup_path,critical_path_arrival,7.87,ns
logic_synthesis,yosys_area,57700,µm²
grt,grt_pass1_vias,47500,
logic_synthesis,synth.cell_area,57700,µm²
cells_and_area,final_util,36.8,%
setup_path,critPathBufInv,1,
sta,final.setup.tns,0,ns
sta,finalSetupViolations,0,
place,dpl_worst_slack,0.719,ns
sta,relSlewSlack,37.4,%
die,coreArea,191000,µm²
place,place.gp.congestion,0.947,
sta,tightestPinTransition,0.937,ns
clock_tree,path_clk_slew,0.03,ns
setup_path,crit_start,"Registers[7][12]$_DFFE_NP_",
setup_path,critPathRequiredTime,8.00,ns
logic_synthesis,synthAoiAreaFrac,10.2,%
routing,wl_per_cell,25.9,µm
pwr,total_power,12.4,mW
place,port_buffers,149,
clock_tree,clkSinkCount,1024,
sta,hold_viol_final,0,
cells_and_area,regArea,30700,µm²
die,ios,150,
setup_path,crit_slowest_cell,"clkdlybuf4s50_1",
setup_path,crit_family,"AND-OR/OR-AND gates",
==> cell families (layout without fill, tap and decap cells) <==
logic type	count (synthesis)	in the layout
flip-flops	1024	1024
buffers and inverters	380	1567
other	0	7
AND-OR/OR-AND	864	864
AND/OR/NAND/NOR	741	741
multiplexers	1536	1536
==> layer usage <==
layer | vias up | track usage, %
met3 | 539 | 13.8
met1 | 21600 | 25.3
met2 | 2753 | 33.4
met4 | 6 | 12.7
met5 | - | 0.347
li1 | 20100 | -
==> synthesized netlist by cell type <==
library cell | n | area [µm²]
a21oi_1 | 288 | 1440
a22o_1 | 192 | 1680
a22oi_1 | 288 | 2160
a31oi_1 | 96 | 601
and2_1 | 3 | 18.8
buf_1 | 22 | 82.6
buf_2 | 108 | 541
buf_4 | 77 | 578
buf_6 | 60 | 676
clkbuf_1 | 106 | 398
clkbuf_4 | 6 | 45.0
edfxtp_1 | 1024 | 30700
inv_1 | 1 | 3.75
mux2i_1 | 1536 | 15400
nand2_1 | 292 | 1100
nand2b_1 | 6 | 37.5
nand3_1 | 290 | 1450
nand3b_1 | 5 | 37.5
nor2_1 | 36 | 135
nor2b_1 | 6 | 37.5
nor3_1 | 96 | 480
or2_2 | 3 | 18.8
or3_1 | 1 | 6.26
or3b_2 | 3 | 26.3
==> final cells by class <==
type,count,share of cell area (%)
multi-input cells,3141,35.6
repair buffers,329,4.75
flip-flops and latches,1024,43.8
well taps,2511,4.48
diodes,7,0.0250
clock buffers,117,4.17
clock inverters,1121,7.20
==> how the worst min path moves through the flow <==
stage	depth (start not counted)	slack, ns	to
4_1_cts	6	5.40	Readdata2[8]
5_1_grt	6	5.42	Readdata2[1]
6_report	6	5.40	Readdata2[1]
==> where the power goes <==
group	switching (mW)	internal, mW
logic	0.850	0.490
registers	0.0324	4.82
clock network	2.86	3.33
total	3.74	8.64
Power and IR drop assume default switching activity.
