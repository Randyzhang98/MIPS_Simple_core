[./design.v]
`timescale 1ns / 1ps
module ID_EX (
    input               clk,
                        ID_EX_flush,
    input       [31:0]  ID_register_read_data1,
                        ID_register_read_data2,
                        ID_sign_extend,
    input       [4:0]   ID_registers_Rs,
                        ID_registers_Rt,
                        ID_registers_Rd,
    input       [1:0]   ID_ALU_op,
    input               ID_RegDst,
                        ID_MemRead,
                        ID_MemtoReg,
                        ID_MemWrite,
                        ID_ALUSrc,
                        ID_RegWrite,
    output reg  [31:0]  EX_register_read_data1,
                        EX_register_read_data2,
                        EX_sign_extend,
    output reg  [4:0]   EX_register_Rs,
                        EX_register_Rt,
                        EX_register_Rd,
    output reg  [1:0]   EX_ALU_op,
    output reg          EX_RegDst,
                        EX_MemRead,
                        EX_MemtoReg,
                        EX_MemWrite,
                        EX_ALUSrc,
                        EX_RegWrite
);
    initial begin
        EX_register_read_data1  = 32'b0;
        EX_register_read_data2  = 32'b0;
        EX_sign_extend    = 32'b0;
        EX_register_Rs    = 5'b0;
        EX_register_Rt    = 5'b0;
        EX_register_Rd    = 5'b0;
        EX_ALU_op         = 2'b0;
        EX_RegDst        = 1'b0;
        EX_MemRead       = 1'b0;
        EX_MemtoReg      = 1'b0;
        EX_MemWrite      = 1'b0;
        EX_ALUSrc        = 1'b0;
        EX_RegWrite      = 1'b0;
    end
    always @ (posedge clk) begin
        if (ID_EX_flush) begin
            EX_ALU_op         <= 2'b0;
            EX_RegDst        <= 1'b0;
            EX_MemRead       <= 1'b0;
            EX_MemtoReg      <= 1'b0;
            EX_MemWrite      <= 1'b0;
            EX_ALUSrc        <= 1'b0;
            EX_RegWrite      <= 1'b0;
        end else begin
            EX_register_read_data1  <= ID_register_read_data1;
            EX_register_read_data2  <= ID_register_read_data2;
            EX_sign_extend    <= ID_sign_extend;
            EX_register_Rs    <= ID_registers_Rs;
            EX_register_Rt    <= ID_registers_Rt;
            EX_register_Rd    <= ID_registers_Rd;
            EX_ALU_op         <= ID_ALU_op;
            EX_RegDst        <= ID_RegDst;
            EX_MemRead       <= ID_MemRead;
            EX_MemtoReg      <= ID_MemtoReg;
            EX_MemWrite      <= ID_MemWrite;
            EX_ALUSrc        <= ID_ALUSrc;
            EX_RegWrite      <= ID_RegWrite;
        end
    end
endmodule  
[./run.sh]
#!/bin/bash
# OpenROAD 26Q1-2900-gdf79404cd8, Yosys 0.63+post, stock flow scripts
make -C /OpenROAD-flow-scripts/flow DESIGN_CONFIG=/design/flow/config.mk WORK_HOME=/design/flow/orfs finish
[./config.mk]
export PLATFORM = sky130hd
export DESIGN_NAME = ID_EX
export DESIGN_NICKNAME = ID_EX
export VERILOG_FILES = /design/flow/design.v
export SDC_FILE = /design/flow/constraint.sdc
export NUM_CORES = 4
export LEC_CHECK = 1
export CORE_AREA = 10 10 165 165
export DIE_AREA = 0 0 175 175
[./constraint.sdc]
current_design ID_EX

set clk_period 1.0
set clk_io_pct 0.2

create_clock -name clk0 -period $clk_period [get_ports {clk}]

set non_clock_inputs [all_inputs -no_clocks]
set_input_delay [expr $clk_period * $clk_io_pct] -clock clk0 $non_clock_inputs
set_output_delay [expr $clk_period * $clk_io_pct] -clock clk0 [all_outputs]
==> flow_summary.html <==
<h3>Flow metrics</h3>
<table>
<tr><th>Metric</th><th>Value</th></tr>
<tr><th colspan="2">Timing</th></tr>
<tr><td>RSZ-0062 raised after global routing</td><td>true</td></tr>
<tr><td>Minimum clock period</td><td>1.114 ns</td></tr>
<tr><td>Number of pins exceeding their max-slew limit in the final report</td><td>0</td></tr>
<tr><td>Worst hold margin</td><td>0.3245 ns</td></tr>
<tr><td>Final setup vio count</td><td>118</td></tr>
<tr><td>Worst slew pin tran</td><td>0.2298 ns</td></tr>
<tr><td>Fin. Hold Viols</td><td>0</td></tr>
<tr><td>Final setup margin</td><td>-0.1144 ns</td></tr>
<tr><td>Share of the clock period used by the worst path after layout</td><td>1.114</td></tr>
<tr><td>Timing-limited maximum frequency</td><td>0.8974 GHz</td></tr>
<tr><td>Worst relative slew slack</td><td>0.8468</td></tr>
<tr><th colspan="2">GRT</th></tr>
<tr><td>Remaining global-route overflow</td><td>0</td></tr>
<tr><td>Aggregate global-route resource usage</td><td>0.08234</td></tr>
<tr><td>Maximum number of pins on one net before global-route repair</td><td>44</td></tr>
<tr><td>Initial antenna violation count</td><td>2</td></tr>
<tr><td>Global-route wire length before repair</td><td>18.49 mm</td></tr>
<tr><td>Via count of the first global-routing pass</td><td>2,638</td></tr>
<tr><th colspan="2">Setup path</th></tr>
<tr><td>Required arrival time at the worst endpoint</td><td>0.80 ns</td></tr>
<tr><td>Crit path arrival time</td><td>0.91 ns</td></tr>
<tr><td>Delay contributed by the slowest stage of the critical path</td><td>0.37 ns</td></tr>
<tr><td>Critical path, cell by cell</td><td>buf_2</td></tr>
<tr><td>Largest fanout on the critical path</td><td>1</td></tr>
<tr><td>Kind of cell with the highest combined delay on the critical path</td><td>flip-flops</td></tr>
<tr><td>Crit path launch type</td><td>register</td></tr>
<tr><td>CP endpoint kind</td><td>output pin</td></tr>
<tr><td>Category of the most critical setup path</td><td>register to output pin</td></tr>
<tr><td>Beginning of the critical path</td><td>EX_register_read_data2[21]</td></tr>
<tr><td>CP bufs+invs</td><td>1</td></tr>
<tr><td>Cell at the slowest stage of the critical path</td><td>edfxtp_1</td></tr>
<tr><th colspan="2">Hold path</th></tr>
<tr><td>Path class of the lowest-slack min-delay path</td><td>primary input to register</td></tr>
<tr><td>Hold path startpoint</td><td>ID_EX_flush</td></tr>
<tr><th colspan="2">Drt</th></tr>
<tr><td>Count of unresolved DRC violations after routing</td><td>0</td></tr>
<tr><td>Number of detailed-routing iterations run before antenna repair</td><td>4</td></tr>
<tr><td>Post-detailed-routing wire length</td><td>12.67 mm</td></tr>
<tr><td>Vias/cell</td><td>3.133</td></tr>
<tr><td>Final antenna-violating net count</td><td>0</td></tr>
<tr><td>Starting DRT DRC Count</td><td>93</td></tr>
<tr><td>Overall via count from detail_route</td><td>2,278</td></tr>
<tr><td>Wirelength per Cell</td><td>17.42 µm</td></tr>
<tr><th colspan="2">Floorplanning</th></tr>
<tr><td>Height of the chip</td><td>175 µm</td></tr>
<tr><td>Placeable core region</td><td>23,540 µm²</td></tr>
<tr><td>Width of the die</td><td>175 µm</td></tr>
<tr><td>Number of placed I/O pins</td><td>240</td></tr>
<tr><td>Initial Util</td><td>0.1507</td></tr>
<tr><td>Die Outline Area</td><td>30,630 µm²</td></tr>
<tr><td>Cell Rows</td><td>56</td></tr>
<tr><th colspan="2">Layout</th></tr>
<tr><td>Storage element area</td><td>3496 µm²</td></tr>
<tr><td>Area added between synthesis and finish</td><td>81.62%</td></tr>
<tr><td>Fill cell total of the finished layout</td><td>2,409</td></tr>
<tr><td>Top library cells by usage in the layout, fill and taps aside</td><td>clkdlybuf4s50_1 (119), buf_2 (119), edfxtp_1 (111)</td></tr>
<tr><td>Fraction of final layout cells sized beyond drive strength 1</td><td>0.3808</td></tr>
<tr><td>Count of non-filler cells in the finished layout</td><td>727</td></tr>
<tr><td>Final design instance area without fill</td><td>6442 µm²</td></tr>
<tr><td>Area taken by multi-input logic gates</td><td>50.05 µm²</td></tr>
<tr><th colspan="2">Synthesis</th></tr>
<tr><td>Cell area after synthesis</td><td>3547 µm²</td></tr>
<tr><td>Number of standard cells after synthesis</td><td>128</td></tr>
<tr><td>Registers, synthesis</td><td>119</td></tr>
<tr><td>Post-synthesis share of cell area spent on xor and xnor gates</td><td>0</td></tr>
<tr><td>Post-synthesis area per instance</td><td>27.71 µm²</td></tr>
<tr><td>Share of the synthesized area in the top cell type</td><td>0.9397</td></tr>
<tr><td>Cell count listed in synth_stat.txt</td><td>128</td></tr>
<tr><td>Post-synthesis cell type with the largest combined area</td><td>edfxtp_1</td></tr>
<tr><td>Fraction of the mapped netlist area in simple logic gates</td><td>0.01411</td></tr>
<tr><td>Ranking of synthesized cells by area</td><td>edfxtp_1 (94%), dfxtp_1 (4.5%), nor2b_1 (1.4%), inv_1 (0.11%)</td></tr>
<tr><td>Unique masters post-synth</td><td>4</td></tr>
<tr><td>Area share of and-or/or-and cells after synthesis</td><td>0</td></tr>
<tr><td>Biggest combinational cell group after synthesis</td><td>simple AND/OR/NAND/NOR gates</td></tr>
<tr><td>Part of the Yosys area used for sequential elements</td><td>0.9848</td></tr>
<tr><td>Number of synthesis warnings</td><td>1</td></tr>
<tr><td>Adder Share, Synth</td><td>0</td></tr>
<tr><td>Multiplexer share</td><td>0</td></tr>
<tr><td>Synthesis area per yosys</td><td>3547 µm²</td></tr>
<tr><th colspan="2">Power and ir drop</th></tr>
<tr><td>Power Total</td><td>12.81 mW</td></tr>
<tr><td>Lkg Pwr</td><td>2.462 nW</td></tr>
<tr><td>Worst VDD drop</td><td>996.2 µV</td></tr>
<tr><td>Power density relative to cell area</td><td>1989 nW/µm²</td></tr>
<tr><th colspan="2">Placement</th></tr>
<tr><td>Worst slack, placed</td><td>-0.5827 ns</td></tr>
<tr><td>Area post-placement</td><td>6405 µm²</td></tr>
<tr><td>Detail Placement HPWL</td><td>10.57 mm</td></tr>
<tr><td>Number of placed cells counting well taps</td><td>691</td></tr>
<tr><td>Weighted congestion at the end of routability-driven global placement</td><td>0.7668</td></tr>
<tr><td>Number of I/O port buffers</td><td>239</td></tr>
<tr><th colspan="2">Run status</th></tr>
<tr><td>Outcome</td><td>finished, violations left</td></tr>
<tr><td>Violations in the final reports</td><td>setup timing</td></tr>
<tr><th colspan="2">Flow run</th></tr>
<tr><td>Tool warning count</td><td>28</td></tr>
<tr><td>MaxCap Viol Count</td><td>0</td></tr>
<tr><th colspan="2">CTS</th></tr>
<tr><td>Clock buffers created by TritonCTS</td><td>17</td></tr>
<tr><td>Clock root buffer</td><td>clkbuf_16</td></tr>
<tr><td>Clock Tree Buf Depth</td><td>2</td></tr>
<tr><td>TritonCTS clock tree</td><td>built</td></tr>
<tr><td>Total number of clock tree sinks</td><td>119</td></tr>
<tr><td>Post-CTS clock slew at the launch and capture registers of the worst setup and hold paths</td><td>0.05 ns</td></tr>
<tr><td>Depth of the CTS H-tree</td><td>4</td></tr>
</table>
==> state kept, by name (all words and copies together), names as in the netlist, 2 cells and up <==
name / count
EX_ALU_op: 2
EX_register_Rd: 5
EX_register_read_data1: 32
EX_register_read_data2: 32
EX_register_Rs: 5
EX_register_Rt: 5
EX_sign_extend: 32
==> synthesized netlist by cell type <==
master	n
edfxtp_1	111
dfxtp_1	8
nor2b_1	8
inv_1	1
==> cell type report <==
| type | count | share of cell area |
|---|---|---|
| Tap cell | 319 | 0.06195 |
| Antenna cell | 1 | 0.0003884 |
| Clock buffer | 19 | 0.06720 |
| Clock inverter | 13 | 0.02117 |
| Timing Repair Buffer | 247 | 0.2977 |
| Inverter | 1 | 0.001165 |
| Multi-Input combinational cell | 8 | 0.007768 |
| Sequential cell | 119 | 0.5426 |
==> worst paths after layout <==
| path | endpoint | slack [ns] | cells past startpoint |
|---|---|---|---|
| worst max-delay path | EX_register_read_data2[21] | -0.11 | 1 |
| worst min-delay path | EX_RegDst | 0.32 | 3 |
==> repair_timing <==
action	CTS	global route
hold buffers	0	0
endpoints found under the setup margin	223	119
pin swaps	0	0
setup buffers	2	0
cloned	1	0
gates resized	396	2
==> power by group <==
group	internal [mW]	switching [mW]	leakage (nW)
Sequential	5.87	0.0869	1.15
Combinational	0.690	0.296	1.03
Clock	3.85	2.02	0.278
Total	10.4	2.41	2.46
==> per-layer routing <==
metal / GRT usage / vias up / share of wire
met5: 0 / - / 0.0010
met4: 0.01236 / 2 / 0.010
met3: 0.05540 / 9 / 0.14
met2: 0.1305 / 136 / 0.48
met1: 0.09271 / 1089 / 0.37
li1: - / 1042 / -
==> cell families after synthesis <==
family                 count (synthesis)
DFF                                  119
and+or+nand+nor                        8
buffers and inverters                  1
==> per-stage QoR <==
stage                     TNS (ns)    util
final                       -9.101  0.2737
after global routing        -15.50  0.2737
after CTS                   -13.85  0.2734
after detailed placement    -57.83  0.2721
after global placement      -55.45  0.2721
after floorplan            -130.58       -
Power is estimated from default activity; no workload was simulated.
